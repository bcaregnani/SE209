==> flow/design.v <==
module  prog_gpio(
  input  clk,
  input  reset_n,
  input  avs_write,
  input  [31:0] avs_writedata,
  input  [4:0]  avs_address,
  input  [31:0] pio_i,
  output [31:0] avs_readdata,
  output [31:0] pio_o,
  output irq
);
logic[31:0] out;
logic[31:0] data_out;
logic[31:0] data_in;
logic[31:0] enable;
logic[31:0] irq_mask;
logic[31:0] irq_pol;
logic irq_ack;
always_ff @(posedge clk or negedge reset_n)
  if(!reset_n)
    begin
    data_out <= '0;
    enable <= '0;
    irq_mask <= '0;
    irq_pol <= '0;
    irq_ack <= '0;
    end
  else
    begin
    irq_ack <= '0;
    if(avs_write)
    case (avs_address[4:0])
      0 : data_out <= avs_writedata & enable;
      4 : enable <= avs_writedata;
      8 : irq_mask <= avs_writedata;
      12 : irq_pol <= avs_writedata;
      16 : irq_ack <= '1;
    endcase
    end
always_ff @(posedge clk or negedge reset_n)
if(!reset_n)
  data_in <= '0;
else
  data_in <= pio_i;
always_comb
begin
   case (avs_address[4:0])
    0 : out = data_in & enable;
    4 : out = enable;
    8 : out = irq_mask;
    12 : out = irq_pol;
    16 : out = '0;
    default : out = '0;
   endcase
end
wire irq_sig = | ( (data_in ^ irq_pol) & enable & irq_mask );
logic irq_reg;
always_ff @(posedge clk or negedge reset_n)
  if(!reset_n)
    irq_reg <= '0;
  else
    if(irq_ack)
      irq_reg <= '0;
    else if(irq_sig)
      irq_reg <= '1;
assign avs_readdata = out;
assign irq = irq_reg;
assign pio_o  = data_out;
endmodule
==> flow/run.sh <==
#!/bin/bash
# OpenROAD 26Q1-2900-gdf79404cd8, Yosys 0.63+post, stock flow scripts
make -C /OpenROAD-flow-scripts/flow DESIGN_CONFIG=/design/flow/config.mk WORK_HOME=/design/flow/orfs finish
==> flow/config.mk <==
export PLATFORM = sky130hd
export DESIGN_NAME = prog_gpio
export DESIGN_NICKNAME = prog_gpio
export VERILOG_FILES = /design/flow/design.v
export SDC_FILE = /design/flow/constraint.sdc
export NUM_CORES = 4
export LEC_CHECK = 1
export CORE_UTILIZATION = 30
==> flow/constraint.sdc <==
current_design prog_gpio

set clk_period 7.7
set clk_io_pct 0.2

create_clock -name clk0 -period $clk_period [get_ports {clk}]

set non_clock_inputs [all_inputs -no_clocks]
set_input_delay [expr $clk_period * $clk_io_pct] -clock clk0 $non_clock_inputs
set_output_delay [expr $clk_period * $clk_io_pct] -clock clk0 [all_outputs]
==> Slide: Implementation Results <==
Physical Implementation Snapshot

Clock network
  – Clock Latency Late Sink: between 0.4 and 0.5 ns
  – H-tree depth: 4
  – Cts hold-fix bufs: 0
  – Setup Buffers After CTS: 0
  – Total CTS buffers: 17
  – CTS Buffer Depth: 2
  – CTS tree: yes
  – TritonCTS Sinks: about 160
  – Worst-path clk slew: ~0.070 ns
  – CTS-repair resized insts: 0
  – Clock tree root driver cell: clkbuf_16

Detailed routing
  – Drt via density: roughly 4.7
  – Final ANT Viol Nets: 0
  – First-pass iteration count of the detailed router: 4
  – DRT Wirelength: between 15000 and 20000 µm
  – Initial DRC count: ~210
  – Diodes inserted: 0
  – Via count: around 5000
  – Post-DR wirelength/cell: approximately 18 µm
  – DRC Markers: 0

Run
  – Maxcap violations: 0
  – OpenROAD warning count: 25

Pwr
  – Power Total: about 2200 µW
  – Peak supply drop: between 0.1 and 0.15 mV
  – Power Density: 237.8 mW/mm²
  – Static leakage: 0.004109 µW

Placement
  – Placed cell count: a little over 1000
  – Port-buffer cells: 136
  – Dpl cell area: just under 0.009 mm²
  – DP HPWL: between 10000 and 15000 µm
  – GPL Wtd Cong: approximately 0.8

Final layout
  – Non-filler instance count after layout: 1069
  – Register area: 0.004054 mm²
  – Final Instance Area: around 0.0094 mm²
  – Layout cells sized above 1: about 17%
  – Final Core Density: between 40 and 50%
  – Fillers: 2233
  – Area grow syn2layout: 32.31%
  – Gate Area: 0.002863 mm²

Synthesis
  – Post-synth EDFFs: 0
  – Synth Warn #: 1
  – Yosys reg bits: about 160
  – Distinct lib cells: 28
  – Instance count of the mapped netlist: between 600 and 700
  – Top-area cell share: a little under three fifths
  – Cell taking the most area after synthesis: dfrtp_1
  – Most instantiated cells after synthesis: dfrtp_1 (162), nand2_1 (67), o21ai_0 (52), mux2_2 (46)
  – Yosys Instances: ~600
  – Ys flop type: dfrtp_1
  – Register share after synthesis: roughly 57%
  – Count leader, synth: dfrtp_1
  – Mapped cell area: ~0.0071 mm²
  – Syn avg cell area: 11.88 µm²
  – Synth area leaders: dfrtp_1 (57%), mux2_2 (7.3%), mux2_4 (6.3%)
  – Chip Area, Yosys: between 0.007 and 0.008 mm²
  – Post-synthesis async set-or-reset flop share: approximately 100%

Setup path
  – Worst setup EP type: output pin
  – CP startpoint kind: primary input
  – FF-to-FF End: irq_reg
  – Reg2reg path depth: 5
  – Crit path max fanout: between 40 and 50
  – Critical path type: primary input to output pin
  – R2R setup slack: around 6.2 ns
  – CP max-delay cell: clkdlybuf4s50_1
  – Critical path arrival: about 4.4 ns
  – Critical path cell sequence: clkdlybuf4s50_1, buf_4, nand2_1, nor2_2, buf_4, a22oi_1, o21ai_0, clkdlybuf4s50_1
  – CP max stage delay: about 0.5 ns
  – FF-to-FF Start: irq_pol[18]
  – Worst EP required: 6.16 ns

Hold path
  – Hold endpoint: irq_reg
  – Hold-critical path depth: 1
  – Hold Crit Start: irq_ack
  – Class of the worst hold path: flop to flop

Timing
  – Slew Viols, Final: 0
  – Worst-margin pin slew: between 0.7 and 0.8 ns
  – FMAX: 0.1699 GHz
  – Min Tclk post-route: a little under 6 ns
  – Final period util: 76.44%
  – Final setup vio count: 0
  – Slew headroom: 49.98%
  – Final hold violations: 0
  – RSZ-0062 raised after global routing: false
  – TNS Setup: 0 ns
  – Final Skew: 0.007860 ns

Global routing
  – Global-route wire length before repair: between 30000 and 40000 µm
  – GRT overflow: 0
  – Largest net degree at the start of global routing: 72
  – GRT busiest layer: met2
  – Met1 usage: between 20% and 30%
  – M3 GR Usage: around 4.4%
  – Total GRT Usage: between 10% and 20%
  – GR Layer Usage met2: roughly 26%
  – Initial antenna violation count: 0
  – Vias in the first global route: roughly 5000

Floorplan
  – Die height: between 150 and 200 µm
  – Chip area: ~0.024 mm²
  – Die width: 156.3 µm
  – Core ar.: between 0.02 and 0.025 mm²
  – Placement row count: around 56
  – FP Util: a little under a third
  – I/O Pins: 137

Run status
  – Outcome: finished clean
metrics by stage:
stage / worst slack (ns) / hold slack (ns)
2_1_floorplan: 3.405 / 0.3753
5_1_grt: 1.639 / 0.4336
6_report: 1.814 / 0.4126
3_3_place_gp: 1.883 / 0.4037
3_5_place_dp: 1.854 / 0.3892
4_1_cts: 1.817 / 0.4186
layer usage:
layer	up-vias	share of wire, %
li1	2400	-
met1	2472	47
met2	150	46
met3	19	6.2
met4	0	1.6
met5	-	0
worst max path at each step:
stage,endpoint,depth (start not counted),start
global route,avs_readdata[22],8,avs_address[3]
finish,avs_readdata[24],8,avs_address[3]
CTS,avs_readdata[22],8,avs_address[3]
critical path: cells and delay by family:
| kind | cells | cell delay [ns] |
|---|---|---|
| AND/OR/NAND/NOR | 2 | 0.89 |
| AND-OR/OR-AND | 2 | 0.21 |
| buffers and inverters | 4 | 1.68 |
power breakdown:
group / switching (µW) / internal (µW) / leakage, µW / total (µW)
combinational: 118 / 191 / 0.00176 / 309
clock: 368 / 491 / 0.000284 / 859
sequential: 109 / 969 / 0.00207 / 1080
total: 594 / 1650 / 0.00411 / 2250
cell usage in the layout (no fill, tap or decap):
master / count
a211oi_1: 12
a21oi_1: 20
a22oi_1: 20
a311oi_1: 1
a31oi_1: 1
and3_1: 1
buf_4: 13
buf_6: 1
bufinv_16: 2
clkbuf_16: 17
clkbuf_8: 1
clkdlybuf4s50_1: 135
clkinv_2: 2
clkinv_4: 3
clkinvlp_4: 3
dfrtp_1: 162
inv_1: 20
inv_6: 4
mux2_1: 20
mux2_2: 46
mux2_4: 30
nand2_1: 65
nand2_2: 4
nand3_1: 32
nand4_1: 7
nor2_2: 1
nor2b_1: 12
nor3_1: 13
nor3_4: 1
nor3b_4: 2
nor4_1: 2
o21ai_0: 52
o22ai_1: 12
or3_1: 1
xor2_1: 32
cell type report:
type | instances | area share, %
clock buffer | 18 | 4.650
timing repair buffer | 149 | 15.46
inverter | 20 | 0.7949
clock inverter | 14 | 1.630
tap | 319 | 4.226
sequential | 162 | 42.93
multi-input combinational | 387 | 30.31
kinds of logic (layout without fill, tap and decap cells):
kind of cell              Yosys count  after routing  synth area share [%]
AOI/OAI and AO/OA                 118            118                 9.676
DFF                               162            162                 56.79
muxes                              96             96                 16.72
buffers and inverters              52            201                 3.471
xor gates and xnor gates           32             32                 3.926
and+or+nand+nor                   141            141                 9.413
Power is estimated from default activity; no workload was simulated.
