==> design.v <==
module  simple_mm_register(
  input  clk,
  input  reset_n,
  input  avs_write,
  input  [31:0] avs_writedata,
  output [31:0] avs_readdata,
  output [9:0]  leds
);
logic[31:0] R;
always_ff @(posedge clk or negedge reset_n)
  if(!reset_n)
    R <= '0;
  else if(avs_write)
    R <= avs_writedata;
assign avs_readdata = R;
assign leds  = R[9:0];
endmodule
==> run.sh <==
#!/bin/bash
# OpenROAD 26Q1-2900-gdf79404cd8, Yosys 0.63+post, stock flow scripts
make -C /OpenROAD-flow-scripts/flow DESIGN_CONFIG=/design/flow/config.mk WORK_HOME=/design/flow/orfs finish
==> config.mk <==
export PLATFORM = sky130hd
export DESIGN_NAME = simple_mm_register
export DESIGN_NICKNAME = simple_mm_register
export VERILOG_FILES = /design/flow/design.v
export SDC_FILE = /design/flow/constraint.sdc
export NUM_CORES = 4
export LEC_CHECK = 1
export CORE_AREA = 10 10 104 104
export DIE_AREA = 0 0 114 114
==> constraint.sdc <==
current_design simple_mm_register

set clk_period 1.1
set clk_io_pct 0.2

create_clock -name clk0 -period $clk_period [get_ports {clk}]

set non_clock_inputs [all_inputs -no_clocks]
set_input_delay [expr $clk_period * $clk_io_pct] -clock clk0 $non_clock_inputs
set_output_delay [expr $clk_period * $clk_io_pct] -clock clk0 [all_outputs]
==> impl_metrics.tcl <==
# implementation run metrics
set metrics [dict create \
    rows 34 \
    grt_overflow_total 0 \
    total_net_switching_power_uw 671 \
    worstPathBufferInverterCount 2 \
    vdd_ir_max_mv 0.396 \
    synthTopCellsByCount "dfrtp_1, mux2_4, buf_4" \
    p_int_mw 2.29 \
    final_hold_violation_count 0 \
    critical_path.startpoint_type "flop" \
    route.vias.total 953 \
    comb_area_um2 473 \
    cts.root.buffer_cell "clkbuf_8" \
    detail_route.first_pass.iterations 2 \
    warning_total_across_the_stage_logs 27 \
    flop_area_um2 801 \
    cts.htree.levels 2 \
    skew_ns 0 \
    setup.worst_path.class "flop to output port" \
    power_per_cell_area_nw_per_um2 1220 \
    crit_path_frequent_cell "buf_6" \
    dieArea_um2 13000 \
    share_seq_of_total_power_pct 46.0 \
    antennaDiodeCount 0 \
    cell_with_the_biggest_individual_delay_on_the_critical_path "dfrtp_1" \
    placed_cells_incl_taps 253 \
    crit_required_ns 0.88 \
    ys_async_sr_fraction_pct 100 \
    grt_first_pass_wirelength_mm 6.04 \
    sequential_element_share_of_the_synthesized_area_pct 56.4 \
    flop_cell "dfrtp_1" \
    timing.final.ws_setup_ns -0.0121 \
    combPwrFrac_pct 24.9 \
    unrepaired_setup_endpoints_after_global_routing "true" \
    drv_slew 0 \
    coreArea_um2 8680 \
    run_status "finished with violations" \
    post-synth-top-area-fraction_pct 56.4 \
    place_ws_ns -0.000558 \
    netlist_area_pre_place_um2 1420 \
    timing.critical_path.cells "buf_6 -> buf_6" \
    top_area_cell "dfrtp_1" \
    hold_path.class "input port to flop" \
    power.total_mw 2.96 \
    layout.core_utilization_pct 27.9 \
    design.portCount 77 \
    detailedRoute.firstIterationViolations 17 \
    swShare_pct 22.6 \
    layout_cell_share_with_drive_strength_beyond_1_pct 57.1 \
    maxClockFrequency_mhz 899 \
    clk_path_buf_depth 2 \
    timing.max_slew.rel_slack_pct 85.0 \
    io_buffers 76 \
    cts_buffers 5 \
    clock_latency_ns 0.27 \
    setup_violations 3 \
    tritoncts "built" \
    route.detailed.drc 0 \
    routed_via_density 3.34 \
    synth.lib_cells_used.distinct 6 \
    floorplan.initialDensity_pct 16.4 \
    syn-mean-instance-area_um2 18.2 \
    dpl.hpwl_mm 2.82 \
    synth-area-yosys_um2 1420 \
    violations "setup timing" \
    crit_path_max_fanout 2 \
    syn2layout_area_growth_pct 70.4 \
    drv.max_cap_violation_count 0 \
    timing.critical_path.to_type "output port" \
    wirelength_mm 3.81 \
    synth-cells-yosys 78 \
    gp_congestion 0.712 \
    globalRouteTotalUtil_pct 5.74 \
    fin_hold_ws_ns 0.428 \
    area_leaders "dfrtp_1, mux2_4, buf_4" \
    first_global_vias 1015 \
    antenna_found_initial 0 \
    cts_sinks 32 \
    cp_data_arrival_time_ns 0.89 \
    netlist_instances 78 \
    netlist.top_cell.by_instances "dfrtp_1" \
    largest_register_ff_count 32 \
    detail_route.wl_per_cell_um 13.4 \
    chipWidth_um 114 \
    top_register "R" \
    edf_count 0 \
    maximum_number_of_pins_on_one_net_before_global_route_repair 18 \
    worstMarginPinSlew_ns 0.225 \
    cellLeakagePower_nw 1.16 \
    share_clk_of_total_power_pct 29.1 \
    critical-path-max-stage-delay_ns 0.40 \
    number_of_cells_in_the_finished_layout_apart_from_fillers 285 \
    finalClockPeriodUsage_pct 101 \
    synth.yosys.warnings 1 \
    die.size.y_um 114 \
    reg_top3 "R (32)" \
    critical-path-top-delay-family "flip-flops" \
    fin_crit_ns 1.11 \
    nFillCells 882 \
    cts.clk_slew.worst_paths_ns 0.07 \
    ant_nets 0 \
    synth.ff_latch_count 32 \
]
## layout make-up
type / instances / area share (%)
Clock buffer: 6 / 3.00
Timing Repair Buffer: 106 / 38.6
Sequential cell: 32 / 33.1
Clock inverter: 1 / 0.207
Multi-Input combinational cell: 32 / 19.5
Tap cell: 108 / 5.58
## metal layers
metal | share of wire (%) | wire length (um) | vias up | global-route usage, %
met5 | 0 | 0 | - | 0
met4 | 2.3 | 87 | 0 | 1.09
met3 | 7.9 | 302 | 5 | 1.97
met2 | 46 | 1750 | 44 | 8.85
met1 | 44 | 1670 | 452 | 7.72
li1 | - | - | 452 | -
## power groups by stage
stage	Clock (mW)	Sequential [mW]	Combinational [mW]
4_1_cts	0.919	1.36	0.783
5_1_grt	0.979	1.38	0.805
6_report	0.862	1.36	0.739
## tightest hold or removal path, cell delays in order
cell and delay (ns):
buf_2 0.15, buf_4 0.16, mux2_2 0.15
## logic make-up (layout without fill, tap and decap cells)
logic type | after synthesis | after routing | synth area share (%)
DFF | 32 | 32 | 56.4
buffers and inverters | 14 | 113 | 10.3
muxes | 32 | 32 | 33.3
## layout by cell type (no fill, tap or decap)
cell type | Yosys | final
mux2_4 | 30 | 30
clkdlybuf4s15_1 | 0 | 10
buf_6 | 1 | 18
dlygate4sd3_1 | 0 | 1
buf_12 | 3 | 2
clkbuf_1 | 0 | 1
dfrtp_1 | 32 | 32
mux2_2 | 2 | 2
clkinv_2 | 0 | 1
clkdlybuf4s50_1 | 0 | 32
clkbuf_2 | 0 | 21
buf_4 | 10 | 18
buf_2 | 0 | 4
clkbuf_8 | 0 | 5
## worst paths after layout
path                                   start                 to  slack, ns  cells after the start
max                         R[2]$_DFFE_PN0P_    avs_readdata[2]      -0.01                      2
min                                avs_write  R[31]$_DFFE_PN0P_       0.43                      3
max reg2reg                 R[2]$_DFFE_PN0P_   R[2]$_DFFE_PN0P_       0.09                      3
min reg2reg                R[31]$_DFFE_PN0P_  R[31]$_DFFE_PN0P_       0.51                      1
max in group asynchronous            reset_n   R[2]$_DFFE_PN0P_       0.44                      3
min in group asynchronous            reset_n  R[14]$_DFFE_PN0P_       0.45                      3
## through the flow
step	instance area (um^2)	setup TNS, ns
floorplan	1420	0
global placement	2220	-0.00253
detailed placement	2220	-0.000558
CTS	2500	-0.182
global route	2420	-0.397
finish	2420	-0.0221
## repair_timing
item	in CTS	in global routing
buffers inserted	21	3
gates resized	113	21
hold buffers	1	0
endpoints found under the hold margin	32	0
endpoints found under the setup margin	42	32
No activity file was given, so power comes from the tool's default toggle rates.
